--- flow/config.mk ---
export PLATFORM = sky130hd
export DESIGN_NAME = decode
export DESIGN_NICKNAME = decode
export VERILOG_FILES = /design/flow/design.v
export SDC_FILE = /design/flow/constraint.sdc
export NUM_CORES = 4
export LEC_CHECK = 1
export CORE_AREA = 10 10 193 193
export DIE_AREA = 0 0 203 203
--- flow/constraint.sdc ---
current_design decode

set clk_period 4.1
set clk_io_pct 0.2

create_clock -name clk0 -period $clk_period [get_ports {clk_i}]

set non_clock_inputs [all_inputs -no_clocks]
set_input_delay [expr $clk_period * $clk_io_pct] -clock clk0 $non_clock_inputs
set_output_delay [expr $clk_period * $clk_io_pct] -clock clk0 [all_outputs]
--- flow/design.v ---
module decode (
    input wire clk_i,
    input wire rst_i,
    input wire [32-1:0]pc_i,
    input wire [32-1:0]inst_i,
    input wire [32-1:0] reg_data1_i,
    input wire [32-1:0] reg_data2_i,
    input wire flush_i,
    input wire stall_i,
    output reg [4:0] rs1_addr_o,
    output reg [4:0] rs2_addr_o,
    output reg [32-1:0] pc_o,
    output reg [32-1:0] imm_o,
    output reg [4:0] rd_addr_o,
    output reg rd_we_o,
    output reg [2:0] opfunc3_o,
    output reg [2:0] optype_o,
    output reg shiftsel_o,
    output reg addsubsel_o,
    output reg typesel_o,
    output reg mem_re_o,
    output reg mem_we_o,
    output reg [32-1:0] rs1_o,
    output reg [32-1:0] rs2_o,
    output reg [4:0] fwd_raddr1_o,
    output reg [4:0] fwd_raddr2_o,
    output reg loaduse_hazard_o
);
wire [32-1:0] rv32inst = inst_i;
wire [6:0] opcode = rv32inst[6:0];
wire [2:0] opfunc3 = (LUItype|AUPICtype)? 3'b000:rv32inst[14: 12];
wire [6:0] opfunc7 = rv32inst[32-1 : 25];
assign rs1_addr_o = rv32inst[19:15];
assign rs2_addr_o = rv32inst[24:20];
wire [4:0] rd_addr = rv32inst[11:7];
reg [2:0] optype;
wire mem_re,mem_we;
assign mem_re = Ltype ;
assign mem_we = Stype ;
wire reg_we;
assign reg_we = Itype | Rtype | Ltype | LUItype | AUPICtype | JALtype | JALRtype | Mtype;
wire [32-1:0] immI,immL,immS,immU,immJ,immB;
assign immI = {{20{rv32inst[31]}}, rv32inst[31:20]};
assign immL = {{20{rv32inst[31]}}, rv32inst[31:20]};
assign immS = {{20{rv32inst[31]}}, rv32inst[31:25],rv32inst[11:7]};
assign immU = {rv32inst[31:12], 12'b0};
assign immJ = {{12{rv32inst[31]}}, rv32inst[19:12], rv32inst[20], rv32inst[30:21],1'b0};
assign immB = {{20{inst_i[31]}}, inst_i[7], inst_i[30:25], inst_i[11:8], 1'b0};
wire Itype = (opcode == 7'b0010011);
wire Rtype = (opcode == 7'b0110011) && (opfunc7 != 7'b0000001);
wire Mtype = (opcode == 7'b0110011) && (opfunc7 == 7'b0000001);
wire Ltype = (opcode == 7'b0000011);
wire Stype = (opcode == 7'b0100011);
wire LUItype = (opcode == 7'b0110111) ;
wire AUPICtype = (opcode == 7'b0010111);
wire JALtype = (opcode == 7'b1101111);
wire JALRtype = (opcode == 7'b1100111);
wire Btype = (opcode == 7'b1100011);
wire shiftsel = (opfunc7 == 7'b0100000)? 1 : 0 ;  
wire addsubsel = (opcode == 7'b0110011) && (opfunc7 == 7'b0100000) && (opfunc3 == 3'b000);  
wire typesel = JALtype || LUItype?  1:0 ;  
wire raddr1_thesame = (rs1_addr_o == rd_addr_o) && (Rtype || Stype || Btype || Itype);
wire raddr2_thesame = (rs2_addr_o == rd_addr_o) && (Rtype || Stype || Btype );
assign loaduse_hazard_o = (raddr1_thesame | raddr2_thesame ) && mem_re_o;
wire [32-1:0] imm;
assign imm = ({32{Itype}} & immI)
    |({32{Ltype}} & immL)
    |({32{Stype}} & immS)
    |({32{LUItype}} & immU)
    |({32{AUPICtype}} & immU)
    |({32{JALtype}} & immJ)
    |({32{JALRtype}} & immI)
    |({32{Btype}} & immB)
        ;
always @(*) begin
    if (Rtype)
        optype = 3'b000;
    else if (Itype)
        optype = 3'b001;
    else if (Btype)
        optype = 3'b010;
    else if (Stype)
        optype = 3'b011;
    else if (LUItype | AUPICtype) 
        optype = 3'b100;
    else if (Mtype) 
        optype = 3'b101;
    else if (JALtype | JALRtype)
        optype = 3'b110;
    else 
        optype = 3'b111; 
end
always @(posedge clk_i) begin
    if(rst_i || flush_i) begin
        pc_o <= 0;
        fwd_raddr1_o <= 0;
        fwd_raddr2_o <= 0;
        rs1_o <= 0;
        rs2_o <= 0;   
        rd_addr_o <= 0;
        rd_we_o <= 0;  
        imm_o <= 0;
        opfunc3_o <= 0;
        optype_o <= 0;
        shiftsel_o <= 0;
        addsubsel_o <= 0;
        typesel_o <=0;
        mem_re_o <= 0;
        mem_we_o <= 0;
    end else if(stall_i)begin
        pc_o <= pc_o;
        fwd_raddr1_o <= fwd_raddr1_o;
        fwd_raddr2_o <= fwd_raddr2_o;
        rs1_o <= rs1_o;
        rs2_o <= rs2_o;   
        rd_addr_o <= rd_addr_o;
        rd_we_o <= rd_we_o;  
        imm_o <= imm_o;
        opfunc3_o <= opfunc3_o;
        optype_o <= optype_o;
        shiftsel_o <= shiftsel_o;
        addsubsel_o <= addsubsel_o;
        typesel_o <= typesel_o;
        mem_re_o <= mem_re_o;
        mem_we_o <= mem_we_o;    
    end else begin
        pc_o <= pc_i;
        fwd_raddr1_o <= rs1_addr_o;
        fwd_raddr2_o <= rs2_addr_o;
        rd_addr_o <= rd_addr;
        rd_we_o <= reg_we;
        rs1_o <= reg_data1_i;
        rs2_o <= reg_data2_i;
        imm_o <= imm;
        opfunc3_o <= opfunc3;
        optype_o <= optype;
        shiftsel_o <= shiftsel; 
        addsubsel_o <= addsubsel;
        typesel_o <= typesel;
        mem_re_o <= mem_re;
        mem_we_o <= mem_we;
    end
end
endmodule
--- flow/run.sh ---
#!/bin/bash
# OpenROAD 26Q1-2900-gdf79404cd8, Yosys 0.63+post, stock flow scripts
make -C /OpenROAD-flow-scripts/flow DESIGN_CONFIG=/design/flow/config.mk WORK_HOME=/design/flow/orfs finish
==> results.json <==
{
  "tightestPinTransition_ns": 0.740,
  "areaGrowthSynthToFinish_pct": 65.9,
  "global_route.usage.total": 0.115,
  "synth.top_cell.area_share": 0.510,
  "critical_path.startpoint_type": "input port",
  "first_global_vias": 5475,
  "relative_slew_slack": 0.507,
  "synth-area-yosys_um2": 6090,
  "drt-initial-drc-count": 215,
  "sequential_area_share_after_synthesis": 0.510,
  "yosys-top-cells-count": "155 x dfxtp_1, 124 x nor2_1, 109 x mux2i_1",
  "cts_tree": "yes",
  "post_synth.cell_area_avg_um2": 9.87,
  "fp_util": 0.186,
  "floorplan.die.height_um": 203,
  "postSynthCellCount": 617,
  "cp_data_arrival_time_ns": 3.05,
  "p_leak_nw": 3.88,
  "via_count": 5414,
  "required_time_of_the_worst_setup_path_ns": 3.28,
  "worst_clock_skew_ns": 0,
  "die-area_um2": 41200,
  "ys.warnings.count": 4,
  "clock_insertion_delay_worst_skew_ns": 0.44,
  "r2r-start": "imm_o[4]$_SDFFE_PP0N_",
  "worst_hold_path_type": "reg -> reg",
  "cts_repair_resize_count": 0,
  "worst_setup_hold_path_clk_slew_ns": 0.07,
  "total_wirelength_of_the_detailed_routed_design_um": 24100,
  "cell_pwr_density_nw_per_um2": 372,
  "routed_wire_length_per_instance_um": 17.8,
  "post-cts-setup-buffers": 0,
  "post-route-period-util": 0.944,
  "period_minus_slack_ns": 3.87,
  "grt_antenna_before_repair": 0,
  "detailedRoute.firstPassIterationCount": 6,
  "run_status": "complete, no violations",
  "hold_violations": 0,
  "enable_flop_cells": 0,
  "number_of_warnings_in_the_stage_logs": 25,
  "fp.coreArea_um2": 32800,
  "timing.fmax_ghz": 0.258,
  "power.ir.vdd_worst_v": 0.000269,
  "cts.root.buffer_cell": "clkbuf_16",
  "drive_above_1_share": 0.0727,
  "syn-cell-area_um2": 6090,
  "fill_cells": 3383,
  "rsz0062_at_grt": "no",
  "port_buffers": 297,
  "drt-vias-per-instance": 4.01,
  "min_from": "typesel_o$_SDFFE_PP0N_",
  "grt_start_max_net_pins": 69,
  "ys_cells": 617,
  "placed_cells": 1318,
  "yosys-top-cells-area": "dfxtp_1 51%, mux2i_1 18%, nor2_1 7.6%",
  "clockBufferDepth": 2,
  "cts_buffers": 17,
  "setup_viol_count_final": 0,
  "worst-setup-path-type": "in -> out",
  "finalMaxSlewViolations": 0,
  "setup_total_negative_slack_ns": 0,
  "gp_congestion": 0.852,
  "finish.cell_count_without_fillers": 1351,
  "tally_of_nets_with_antenna_violations_remaining_after_routing": 0,
  "post-synth-top-area-cell": "dfxtp_1",
  "synth-async-reset-ratio": 0,
  "cts.sink_count": 155,
  "synth.most_common_cell": "dfxtp_1",
  "critPathMaxFanout": 3,
  "cp-end-kind": "output port",
  "grt_first_pass_wirelength_um": 35900,
  "worst_setup_path_startpoint": "inst_i[26]",
  "grt-ovfl-total": 0,
  "die.size.x_um": 203,
  "detailedPlacementHpwl_um": 18200,
  "rows": 66,
  "cap_violations": 0,
  "ff_type": "dfxtp_1",
  "ys_seq_elements": 155,
  "ios": 298,
  "synth_cell_type_count": 45,
  "drcViolationCount": 0,
  "cts_htree_levels": 4,
  "utilization": 0.308,
  "cts.hold.buffers_added": 0
}
-- logic make-up after synthesis --
logic type                Yosys count  synth area share
muxes                             109             0.179
xor gates and xnor gates           10            0.0144
AOI/OAI and AO/OA                  71            0.0980
DFF                               155             0.510
and+or+nand+nor                   203             0.145
buffers and inverters              69            0.0536
-- worst max-delay path: stages --
cell,delay [ns]
clkdlybuf4s50_1,0.46
nor4_1,0.49
and3_1,0.30
nor3_1,0.10
o2111a_1,0.23
o211a_1,0.21
clkdlybuf4s50_1,0.44
-- stage by stage --
step,power [mW],hold WS [ns],area [um^2],setup slack [ns]
after global routing,3.94,0.491,10100,0.142
final,3.76,0.469,10100,0.231
after detailed placement,2.05,0.459,9460,0.269
after global placement,2.05,0.455,9460,0.324
after floorplan,1.77,0.426,6090,1.44
after CTS,3.83,0.472,10100,0.267
-- path summary, 6_finish.rpt --
check / to / slack, ns / depth (start not counted)
worst max-delay path: loaduse_hazard_o / 0.23 / 7
worst min-delay path: typesel_o$_SDFFE_PP0N_ / 0.47 / 2
worst max register to register: imm_o[4]$_SDFFE_PP0N_ / 3.25 / 3
worst min register to register: typesel_o$_SDFFE_PP0N_ / 0.47 / 2
-- where the power goes --
group	switching [mW]	internal (mW)
logic	0.171	0.267
clock network	0.702	1.04
registers	0.0240	1.55
-- area by class of cell --
class                      count  area (um^2)  area share
antenna                        1         2.50    0.000248
clock buffer                  19          443      0.0439
clock inverter                13          190      0.0188
inverter                      17         63.8     0.00632
multi-input combinational    393         2660       0.263
sequential                   155         3100       0.307
tap                          442          553      0.0548
timing repair buffer         311         3080       0.305
-- routing by layer --
layer  track usage  up-vias  wire (um)
li1              -     2655          -
met2         0.191      185      12000
met3        0.0384       15       1810
met1         0.147     2559      10000
met4        0.0117        0        272
met5             0        -          0
-- cell usage in the layout, fill, tap and decap left out, types with 3 or more instances in the layout --
cell,netlist,layout
inv_1,17,17
buf_4,13,14
nor2b_1,8,8
a22o_1,10,10
nand2_1,36,36
clkdlybuf4s50_1,0,296
dfxtp_1,155,155
clkbuf_16,0,17
a22oi_1,8,8
xor2_1,5,5
a221oi_2,13,13
bufinv_16,0,4
o21ai_0,5,5
xnor2_1,5,5
o21ai_1,8,8
clkinv_4,0,4
nor2_1,124,124
nand3_1,7,7
a21oi_1,13,13
nor3_1,9,9
mux2i_1,109,109
and3_1,3,3
-- registers in the layout, summed over array words and instances, names as in the netlist, 3 cells and up --
register	count
pc_o	32
imm_o	32
rs1_o	32
rd_addr_o	5
opfunc3_o	3
fwd_raddr1_o	5
fwd_raddr2_o	5
optype_o	3
rs2_o	32
Power and IR drop assume default switching activity.
