File: design/flow/design.v
module regfiles(
    input wire rst_i,
    input wire clk_i,
    input wire [4:0]rs1_addr_i,
    input wire [4:0]rs2_addr_i,
    input wire [4:0]rd_addr_i,
    input wire [32-1:0] rd_data_i,
    input wire rd_we_i,
    output reg [32-1:0] rs1_data_o,
    output reg [32-1:0] rs2_data_o
);
reg [32-1:0] x[0:32-1];
wire [32-1 : 0] ra  = x[ 1];  
wire [32-1 : 0] sp  = x[ 2];  
wire [32-1 : 0] gp  = x[ 3];  
wire [32-1 : 0] tp  = x[ 4];  
wire [32-1 : 0] t0  = x[ 5];  
wire [32-1 : 0] t1  = x[ 6];  
wire [32-1 : 0] t2  = x[ 7];  
wire [32-1 : 0] s0  = x[ 8];  
wire [32-1 : 0] s1  = x[ 9];  
wire [32-1 : 0] a0  = x[10];  
wire [32-1 : 0] a1  = x[11];  
wire [32-1 : 0] a2  = x[12];  
wire [32-1 : 0] a3  = x[13];  
wire [32-1 : 0] a4  = x[14];  
wire [32-1 : 0] a5  = x[15];  
wire [32-1 : 0] a6  = x[16];  
wire [32-1 : 0] a7  = x[17];  
wire [32-1 : 0] s2  = x[18];  
wire [32-1 : 0] s3  = x[19];  
wire [32-1 : 0] s4  = x[20];  
wire [32-1 : 0] s5  = x[21];  
wire [32-1 : 0] s6  = x[22];  
wire [32-1 : 0] s7  = x[23];  
wire [32-1 : 0] s8  = x[24];  
wire [32-1 : 0] s9  = x[25];  
wire [32-1 : 0] s10 = x[26];  
wire [32-1 : 0] s11 = x[27];  
wire [32-1 : 0] t3  = x[28];  
wire [32-1 : 0] t4  = x[29];  
wire [32-1 : 0] t5  = x[30];  
wire [32-1 : 0] t6  = x[31];  
wire we = rd_we_i & (|rd_addr_i);   
assign rs1_data_o = (we & (rs1_addr_i == rd_addr_i)) ? rd_data_i : x[rs1_addr_i];
assign rs2_data_o = (we & (rs2_addr_i == rd_addr_i)) ? rd_data_i : x[rs2_addr_i];
integer i;
always @(posedge clk_i)begin
    if(rst_i)begin
        for (i=0;i<32;i=i+1)
        x[i] <= 0;
    end else begin
        if(we)begin
            x[rd_addr_i] <= rd_data_i;
        end
    end
end
task readRegister;
    input integer raddr;
    output integer val;
    begin
        val = x[raddr[4:0]];
    end
endtask    
endmodule
File: design/flow/run.sh
#!/bin/bash
# OpenROAD 26Q1-2900-gdf79404cd8, Yosys 0.63+post, stock flow scripts
make -C /OpenROAD-flow-scripts/flow DESIGN_CONFIG=/design/flow/config.mk WORK_HOME=/design/flow/orfs finish
File: design/flow/config.mk
export PLATFORM = sky130hd
export DESIGN_NAME = regfiles
export DESIGN_NICKNAME = regfiles
export VERILOG_FILES = /design/flow/design.v
export SDC_FILE = /design/flow/constraint.sdc
export NUM_CORES = 4
export LEC_CHECK = 1
export CORE_UTILIZATION = 50
File: design/flow/constraint.sdc
current_design regfiles

set clk_period 12.6
set clk_io_pct 0.2

create_clock -name clk0 -period $clk_period [get_ports {clk_i}]

set non_clock_inputs [all_inputs -no_clocks]
set_input_delay [expr $clk_period * $clk_io_pct] -clock clk0 $non_clock_inputs
set_output_delay [expr $clk_period * $clk_io_pct] -clock clk0 [all_outputs]
==> flow_summary.json <==
{
  "status": "completed",
  "largest_reg_flops": 1024,
  "top_logic_kind": "multiplexers",
  "hold_buffers": 0,
  "grt_pass1_vias": 36600,
  "finalPower_mw": 8.06,
  "arrival_ns": 6.79,
  "period_minus_slack_ns": 9.31,
  "yosysUniqueCellTypes": 43,
  "ys_sh_mux_pct": 21.8,
  "worstHoldPathType": "in -> reg",
  "place_congestion": 0.918,
  "drc": 0,
  "post_cts_resized": 0,
  "synth_area_leader_cell": "edfxtp_1",
  "dieArea_mm2": 0.110,
  "cts_sinks": 1024,
  "yosys_warnings": 3,
  "die_x_um": 332,
  "clk_pin_slew_worst_paths_ns": 0.06,
  "max_slew_margin_pct": 36.1,
  "fmax_mhz": 107,
  "finalMaxSlewViolations": 0,
  "p_leak_nw": 20.3,
  "numCtsBuffers": 112,
  "p_switching_mw": 1.96,
  "top_regs": "x x1024",
  "dr.pass1.iters": 7,
  "ys_sh_simple_pct": 13.9,
  "drtIter0Drc": 2299,
  "ys_sh_aoi_pct": 3.53,
  "wl_um": 186000,
  "sequentialPowerShare_pct": 49.9,
  "ys_cells": 3494,
  "grt_usage_pct": 38.2,
  "wl_met1_um": 54600,
  "gr-total-overflow": 0,
  "p_comb_share_pct": 11.7,
  "die_y_um": 332,
  "layout-drive-gt1-share_pct": 22.0,
  "cts_root_buf": "clkbuf_16",
  "ir_drop_v": 0.000153,
  "via_per_inst": 6.71,
  "critical_path_class": "in -> out",
  "rows": 120,
  "synthCells": 3494,
  "internal_power_mw": 6.10,
  "ys.flops": 1024,
  "stdcell_count": 5016,
  "htree_levels": 3,
  "coreArea_mm2": 0.108,
  "vias": 33700,
  "ant_nets": 0,
  "worstPathRequired_ns": 10.08,
  "fp_util_pct": 50.7,
  "clockPowerShare_pct": 38.4,
  "place_area_mm2": 0.0566,
  "dp.cells": 4798,
  "syn_avg_cell_area_um2": 15.6,
  "final_hold_viol_count": 0,
  "grt_start_max_net_pins": 98,
  "xor_share_pct": 0.161,
  "rsz0062_at_grt": "no",
  "power_density_mw_per_mm2": 134,
  "largest-register": "x",
  "route.met3.wl_um": 40600,
  "cts_tree": "yes",
  "tightestPinTransition_ns": 0.956,
  "routed-wl-met2_um": 83000,
  "area_leaders": "edfxtp_1, mux4_2, and2_1, mux4_1, o22ai_1",
  "top_area_share_pct": 56.5,
  "stdcell_area_mm2": 0.0600,
  "finalCritPeriodShare_pct": 73.9,
  "worst_setup_path_start_kind": "input pin",
  "top_layer": "met5",
  "syn_area_mm2": 0.0545,
  "edf_count": 1024,
  "flop_cell": "edfxtp_1",
  "synthAdderAreaFrac_pct": 0,
  "synth_chip_area_mm2": 0.0545,
  "path_max_fanout": 33,
  "fin_setup_tns_ns": 0,
  "synthArstFlopShare_pct": 0,
  "synth_seq_share_pct": 56.5,
  "syn_to_final_growth_pct": 10.2,
  "wl_per_cell_um": 37.1,
  "grt_pass1_wl_um": 263000,
  "setup_viol": 0,
  "cts_buffer_depth": 3,
  "warnings": 26,
  "io_pins": 114,
  "switching_share_pct": 24.3,
  "critPathCaptureType": "output port",
  "cap_violations": 0,
  "hpwl_um": 101000,
  "portBuffers": 113,
  "antenna_found_initial": 6,
  "post-cts-setup-buffer-count": 0
}
==> kinds of logic after synthesis <==
family                    after synthesis
xor gates and xnor gates               10
DFF                                  1024
buffers and inverters                 387
other                                   1
AOI/OAI and AO/OA                     317
and+or+nand+nor                      1236
muxes                                 519
==> power by group through the flow <==
stage / combinational [mW] / clock (mW) / sequential [mW]
6_report: 0.944 / 3.09 / 4.02
5_1_grt: 0.986 / 3.25 / 4.05
4_1_cts: 0.934 / 3.12 / 4.02
==> layer usage <==
| layer | global-route usage [%] | vias to the layer above |
|---|---|---|
| li1 | - | 13700 |
| met1 | 43.8 | 16300 |
| met2 | 51.4 | 3148 |
| met3 | 35.6 | 494 |
| met4 | 10.9 | 32 |
| met5 | 8.16 | - |
==> cell usage after synthesis (5+ instances only) <==
| cell | number |
|---|---|
| or2_1 | 7 |
| buf_2 | 103 |
| mux2i_1 | 11 |
| buf_6 | 28 |
| clkbuf_1 | 220 |
| buf_8 | 7 |
| nand2_1 | 69 |
| mux4_1 | 83 |
| nand3_1 | 9 |
| nor2b_1 | 5 |
| o21ai_1 | 62 |
| nor2_1 | 31 |
| and2_1 | 992 |
| or2_2 | 24 |
| edfxtp_1 | 1024 |
| mux4_2 | 425 |
| o22ai_1 | 248 |
| or4_1 | 63 |
| nand3b_1 | 12 |
| xnor2_1 | 6 |
| buf_12 | 22 |
==> layout by cell type, fill, tap and decap left out, drive strengths merged, types with 5 or more instances in the layout <==
cell           count
diode             16
nor2              38
and2             992
edfxtp          1024
nand2             69
xnor2              6
nor2b              5
mux4             508
or2               31
clkbuf           143
o22ai            248
nand3b            12
clkdlybuf4s50    108
mux2i             11
conb              32
nand3              9
buf              149
or4               63
clkinv            50
bufinv             5
o21ai             62
==> stage by stage <==
stage | hold slack (ns) | setup WS [ns] | util (%)
floorplan | 2.72 | 6.09 | -
global placement | 3.09 | 3.43 | 52.6
detailed placement | 3.09 | 3.50 | 52.6
CTS | 2.34 | 3.47 | 55.8
global route | 2.39 | 3.21 | 55.8
finish | 2.37 | 3.29 | 55.8
==> critical path: stages <==
cell,delay (ns)
clkdlybuf4s50_1,0.70
xnor2_1,0.69
nand3_1,0.18
nor4_2,0.28
buf_4,0.46
buf_4,0.50
nand4b_1,0.18
nor3b_1,0.54
clkdlybuf4s50_1,0.60
==> area by class of cell <==
class                      count  area [um^2]
timing repair buffer         257         2270
clock inverter                59          444
clock buffer                 143         2940
fill                        8031        47500
tap                         1403         1760
sequential                  1024        30700
antenna                       16         40.0
multi-input combinational   2114        21800
==> worst paths after layout <==
path | startpoint | end | slack, ns | depth (start not counted)
min | rst_i | x[0][31] | 2.37 | 1
max | rd_addr_i[0] | rs1_data_o[30] | 3.29 | 9
Power is estimated from default activity; no workload was simulated.
